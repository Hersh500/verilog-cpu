==> ./design.v <==
`timescale 1ns / 1ps
module led_ctrl(
    input print_signal,
    input [15:0] data,
    output wire [15:0] led_out
    );
    assign led_out = (print_signal) ? data : 16'b0; 
    always @ (*) 
        if (print_signal == 1) 
            led_out = data; 
endmodule
==> ./run.sh <==
#!/bin/bash
# OpenROAD 26Q1-2900-gdf79404cd8, Yosys 0.63+post, stock flow scripts
make -C /OpenROAD-flow-scripts/flow DESIGN_CONFIG=/design/flow/config.mk WORK_HOME=/design/flow/orfs finish
==> ./config.mk <==
export PLATFORM = sky130hd
export DESIGN_NAME = led_ctrl
export DESIGN_NICKNAME = led_ctrl
export VERILOG_FILES = /design/flow/design.v
export SDC_FILE = /design/flow/constraint.sdc
export NUM_CORES = 4
export LEC_CHECK = 1
export CORE_AREA = 10 10 70 70
export DIE_AREA = 0 0 80 80
==> ./constraint.sdc <==
current_design led_ctrl

set clk_period 1.0
set clk_io_pct 0.2

create_clock -name clk0 -period $clk_period

set non_clock_inputs [all_inputs -no_clocks]
set_input_delay [expr $clk_period * $clk_io_pct] -clock clk0 $non_clock_inputs
set_output_delay [expr $clk_period * $clk_io_pct] -clock clk0 [all_outputs]
==> impl_metrics.json <==
{
  "synth.distinct_cells": 4,
  "yosys_area_um2": 367,
  "synth.top_cell.area_share_pct": 65.5,
  "error": "ERROR: Found 16 problems in 'check -assert'.",
  "synth.logic.top_family": "simple AND/OR/NAND/NOR gates",
  "synth_top_flop_cell": "dlxtp_1",
  "synthAdderAreaFrac_pct": 0,
  "top_cells_by_count": "dlxtp_1 (16), and2_2 (12), and2_1 (4)",
  "synth-edff-count": 0,
  "simple_gate_share_pct": 31.4,
  "status": "did not finish",
  "ys.warnings.count": 2,
  "ys.flops": 16,
  "most_common_cell": "dlxtp_1",
  "yosys.area_share.aoi_pct": 0,
  "ys_sh_mux_pct": 0,
  "ys_cells": 33,
  "ys_async_sr_fraction_pct": 0,
  "area_leaders": "dlxtp_1 (66%), and2_2 (25%), and2_1 (6.8%)",
  "synth_area_leader_cell": "dlxtp_1",
  "ys_sh_xor_pct": 0,
  "lastStage": "1_2_yosys"
}
kinds of logic after synthesis:
family | after synthesis
buffers and inverters | 1
latches | 16
and+or+nand+nor | 16
